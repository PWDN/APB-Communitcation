==> /design/flow/design.v <==
module apb_slave_exe_w48(i_PCLK, i_PRESETn, i_PADDR, i_PSEL, i_PENABLE, i_PWRITE, i_PWDATA, o_PREADY, o_PRDATA, o_PSLVERR);
  wire [2:0] _000_;
  wire _001_;
  wire _002_;
  wire _003_;
  wire _004_;
  wire _005_;
  wire _006_;
  wire _007_;
  wire _008_;
  wire _009_;
  wire _010_;
  wire _011_;
  wire _012_;
  wire _013_;
  wire _014_;
  wire _015_;
  wire _016_;
  wire _017_;
  wire _018_;
  wire _019_;
  wire _020_;
  wire _021_;
  wire _022_;
  wire _023_;
  wire _024_;
  wire _025_;
  wire _026_;
  wire _027_;
  wire _028_;
  wire _029_;
  wire _030_;
  wire _031_;
  wire _032_;
  wire _033_;
  wire _034_;
  wire _035_;
  wire _036_;
  wire _037_;
  wire _038_;
  wire _039_;
  wire _040_;
  wire _041_;
  wire _042_;
  wire _043_;
  wire _044_;
  wire _045_;
  wire _046_;
  wire _047_;
  wire _048_;
  wire _049_;
  wire _050_;
  wire _051_;
  wire _052_;
  wire _053_;
  wire _054_;
  wire _055_;
  wire _056_;
  wire _057_;
  wire _058_;
  wire _059_;
  wire _060_;
  wire _061_;
  wire _062_;
  wire _063_;
  wire [2:0] _064_;
  wire [2:0] \exe_unit_w48_model.i_argA ;
  wire [2:0] \exe_unit_w48_model.i_argB ;
  wire \exe_unit_w48_model.i_clk ;
  wire [2:0] \exe_unit_w48_model.i_oper ;
  wire \exe_unit_w48_model.i_rsn ;
  wire \exe_unit_w48_model.next_error ;
  reg [2:0] \exe_unit_w48_model.next_result ;
  wire [2:0] \exe_unit_w48_model.o_result ;
  wire [3:0] \exe_unit_w48_model.o_status ;
  input [15:0] i_PADDR;
  wire [15:0] i_PADDR;
  input i_PCLK;
  wire i_PCLK;
  input i_PENABLE;
  wire i_PENABLE;
  input i_PRESETn;
  wire i_PRESETn;
  input i_PSEL;
  wire i_PSEL;
  input [2:0] i_PWDATA;
  wire [2:0] i_PWDATA;
  input i_PWRITE;
  wire i_PWRITE;
  output [2:0] o_PRDATA;
  reg [2:0] o_PRDATA;
  output o_PREADY;
  reg o_PREADY;
  output o_PSLVERR;
  wire o_PSLVERR;
  reg [2:0] s_in_argA;
  wire [2:0] s_in_argB;
  reg [2:0] s_in_oper;
  wire [2:0] s_model_outs;
  wire [2:0] s_model_status;
  assign _018_ = ~i_PWRITE;
  assign _019_ = ~i_PADDR[1];
  assign _020_ = ~i_PADDR[0];
  assign _021_ = ~i_PADDR[3];
  assign _022_ = ~i_PADDR[2];
  assign _023_ = ~s_in_oper[1];
  assign _024_ = ~s_in_oper[0];
  assign _001_ = i_PSEL & i_PENABLE;
  assign _025_ = _021_ & _022_;
  assign _026_ = i_PADDR[3] | i_PADDR[2];
  assign _027_ = _019_ & _025_;
  assign _028_ = i_PADDR[1] | _026_;
  assign _029_ = i_PADDR[0] & _027_;
  assign _030_ = i_PADDR[1] & _020_;
  assign _031_ = _025_ & _030_;
  assign _032_ = _029_ | _031_;
  assign _033_ = i_PADDR[13] | i_PADDR[12];
  assign _034_ = i_PADDR[15] | i_PADDR[14];
  assign _035_ = _033_ | _034_;
  assign _036_ = ~_035_;
  assign _037_ = i_PADDR[5] | i_PADDR[4];
  assign _038_ = i_PADDR[7] | i_PADDR[6];
  assign _039_ = _037_ | _038_;
  assign _040_ = i_PADDR[9] | i_PADDR[8];
  assign _041_ = i_PADDR[11] | i_PADDR[10];
  assign _042_ = _040_ | _041_;
  assign _043_ = _039_ | _042_;
  assign _044_ = ~_043_;
  assign _045_ = _036_ & _044_;
  assign _046_ = i_PWRITE & i_PRESETn;
  assign _047_ = _001_ & _046_;
  assign _048_ = _045_ & _047_;
  assign _002_ = _032_ & _048_;
  assign _049_ = i_PADDR[0] | _028_;
  assign _050_ = ~_049_;
  assign _051_ = _045_ & _050_;
  assign _003_ = _047_ & _051_;
  assign _052_ = \exe_unit_w48_model.next_result [2] | \exe_unit_w48_model.next_result [1];
  assign _053_ = \exe_unit_w48_model.next_result [0] | _052_;
  assign _004_ = ~_053_;
  assign _054_ = _029_ & _045_;
  assign _055_ = \exe_unit_w48_model.o_status [0] & _054_;
  assign _056_ = \exe_unit_w48_model.o_result [0] & _051_;
  assign _057_ = _055_ | _056_;
  assign _058_ = _018_ & _001_;
  assign _000_[0] = _057_ & _058_;
  assign _059_ = \exe_unit_w48_model.o_status [1] & _054_;
  assign _060_ = \exe_unit_w48_model.o_result [1] & _051_;
  assign _061_ = _059_ | _060_;
  assign _000_[1] = _058_ & _061_;
  assign _062_ = \exe_unit_w48_model.o_status [2] & _054_;
  assign _063_ = \exe_unit_w48_model.o_status [1] & _051_;
  assign _005_ = _062_ | _063_;
  assign _000_[2] = _058_ & _005_;
  assign _006_ = s_in_oper[2] | _023_;
  assign _007_ = s_in_oper[2] | _024_;
  assign _008_ = ~_007_;
  assign _009_ = s_in_oper[0] | _006_;
  assign _010_ = s_in_oper[1] | _007_;
  assign _011_ = s_in_argA[0] & _009_;
  assign _064_[0] = _010_ & _011_;
  assign _012_ = s_in_argA[0] & s_in_argA[2];
  assign _013_ = _008_ & _012_;
  assign _014_ = s_in_argA[1] ^ _013_;
  assign _064_[1] = _010_ & _014_;
  assign _015_ = s_in_argA[1] | _012_;
  assign _016_ = s_in_oper[1] & _015_;
  assign _017_ = _007_ | _016_;
  assign _064_[2] = s_in_argA[2] & _017_;
  always @*
    if (!s_in_oper[2]) \exe_unit_w48_model.next_result [0] = _064_[0];
  always @*
    if (!s_in_oper[2]) \exe_unit_w48_model.next_result [1] = _064_[1];
  always @*
    if (!s_in_oper[2]) \exe_unit_w48_model.next_result [2] = _064_[2];
  always @(posedge i_PCLK)
    if (_002_) s_in_argA[0] <= i_PWDATA[0];
  always @(posedge i_PCLK)
    if (_002_) s_in_argA[1] <= i_PWDATA[1];
  always @(posedge i_PCLK)
    if (_002_) s_in_argA[2] <= i_PWDATA[2];
  reg \exe_unit_w48_model.o_result_reg[0] ;
  always @(posedge i_PCLK, negedge i_PRESETn)
    if (!i_PRESETn) \exe_unit_w48_model.o_result_reg[0]  <= 1'h0;
    else \exe_unit_w48_model.o_result_reg[0]  <= \exe_unit_w48_model.next_result [0];
  assign \exe_unit_w48_model.o_result [0] = \exe_unit_w48_model.o_result_reg[0] ;
  reg \exe_unit_w48_model.o_result_reg[1] ;
  always @(posedge i_PCLK, negedge i_PRESETn)
    if (!i_PRESETn) \exe_unit_w48_model.o_result_reg[1]  <= 1'h0;
    else \exe_unit_w48_model.o_result_reg[1]  <= \exe_unit_w48_model.next_result [1];
  assign \exe_unit_w48_model.o_result [1] = \exe_unit_w48_model.o_result_reg[1] ;
  reg \exe_unit_w48_model.o_status_reg[0] ;
  always @(posedge i_PCLK, negedge i_PRESETn)
    if (!i_PRESETn) \exe_unit_w48_model.o_status_reg[0]  <= 1'h0;
    else \exe_unit_w48_model.o_status_reg[0]  <= 1'h0;
  assign \exe_unit_w48_model.o_status [0] = \exe_unit_w48_model.o_status_reg[0] ;
  reg \exe_unit_w48_model.o_status_reg[1] ;
  always @(posedge i_PCLK, negedge i_PRESETn)
    if (!i_PRESETn) \exe_unit_w48_model.o_status_reg[1]  <= 1'h0;
    else \exe_unit_w48_model.o_status_reg[1]  <= \exe_unit_w48_model.next_result [2];
  assign \exe_unit_w48_model.o_status [1] = \exe_unit_w48_model.o_status_reg[1] ;
  reg \exe_unit_w48_model.o_status_reg[2] ;
  always @(posedge i_PCLK, negedge i_PRESETn)
    if (!i_PRESETn) \exe_unit_w48_model.o_status_reg[2]  <= 1'h0;
    else \exe_unit_w48_model.o_status_reg[2]  <= _004_;
  assign \exe_unit_w48_model.o_status [2] = \exe_unit_w48_model.o_status_reg[2] ;
  always @(posedge i_PCLK, negedge i_PRESETn)
    if (!i_PRESETn) o_PREADY <= 1'h0;
    else o_PREADY <= _001_;
  always @(posedge i_PCLK, negedge i_PRESETn)
    if (!i_PRESETn) o_PRDATA[0] <= 1'h0;
    else o_PRDATA[0] <= _000_[0];
  always @(posedge i_PCLK, negedge i_PRESETn)
    if (!i_PRESETn) o_PRDATA[1] <= 1'h0;
    else o_PRDATA[1] <= _000_[1];
  always @(posedge i_PCLK, negedge i_PRESETn)
    if (!i_PRESETn) o_PRDATA[2] <= 1'h0;
    else o_PRDATA[2] <= _000_[2];
  always @(posedge i_PCLK)
    if (_003_) s_in_oper[0] <= i_PWDATA[0];
  always @(posedge i_PCLK)
    if (_003_) s_in_oper[1] <= i_PWDATA[1];
  always @(posedge i_PCLK)
    if (_003_) s_in_oper[2] <= i_PWDATA[2];
  assign \exe_unit_w48_model.i_argA  = s_in_argA;
  assign \exe_unit_w48_model.i_argB  = 3'hx;
  assign \exe_unit_w48_model.i_clk  = i_PCLK;
  assign \exe_unit_w48_model.i_oper  = s_in_oper;
  assign \exe_unit_w48_model.i_rsn  = i_PRESETn;
  assign \exe_unit_w48_model.next_error  = 1'hx;
  assign \exe_unit_w48_model.o_result [2] = \exe_unit_w48_model.o_status [1];
  assign \exe_unit_w48_model.o_status [3] = 1'hx;
  assign o_PSLVERR = 1'h0;
  assign s_in_argB = 3'hx;
  assign s_model_outs = { \exe_unit_w48_model.o_status [1], \exe_unit_w48_model.o_result [1:0] };
  assign s_model_status = \exe_unit_w48_model.o_status [2:0];
endmodule
==> /design/flow/run.sh <==
#!/bin/bash
# OpenROAD 26Q1-2900-gdf79404cd8, Yosys 0.63+post, stock flow scripts
make -C /OpenROAD-flow-scripts/flow DESIGN_CONFIG=/design/flow/config.mk WORK_HOME=/design/flow/orfs finish
==> /design/flow/config.mk <==
export PLATFORM = sky130hd
export DESIGN_NAME = apb_slave_exe_w48
export DESIGN_NICKNAME = apb_slave_exe_w48
export VERILOG_FILES = /design/flow/design.v
export SDC_FILE = /design/flow/constraint.sdc
export NUM_CORES = 4
export LEC_CHECK = 1
export CORE_AREA = 10 10 89 89
export DIE_AREA = 0 0 99 99
==> /design/flow/constraint.sdc <==
current_design apb_slave_exe_w48

set clk_period 1.5
set clk_io_pct 0.2

create_clock -name clk0 -period $clk_period [get_ports {i_PCLK}]

set non_clock_inputs [all_inputs -no_clocks]
set_input_delay [expr $clk_period * $clk_io_pct] -clock clk0 $non_clock_inputs
set_output_delay [expr $clk_period * $clk_io_pct] -clock clk0 [all_outputs]
==> qor.csv <==
metric,value,unit
post-route setup TNS,0,ns
syn_area_per_cell,13.6,µm²
Die X,99,µm
crit-path cells,clkbuf_2 -> or4_4 -> nand3b_4 -> buf_4 -> buf_4 -> nor4_1,
Setup crit end kind,flop,
final WL,1630,µm
"Max FO, Critical Path",2,
Final Setup Violations,0,
status,finished clean,
P_int,650,µW
max-slew violations,0,
drt first pass iters,2,
RSZ-0062 raised after global routing,true,
DRC,0,
endpoints left unconstrained,7,
routed len/inst,9.70,µm
tool warning count,28,
CP max stage cell,or4_4,
largest net degree at the start of global routing,9,
Post-Syn Area,692,µm²
startpoint class of the critical path,input pin,
io pins,29,
sequential power share,0.504,
sw frac,0.186,
"Chip Area, Yosys",692,µm²
worst path bufs/invs,3,
fmax,678,MHz
Combinational Power Share,0.121,
flops out of synthesis,17,
yosys cell count,51,
CTS Buf Count,3,
"CP delay by family, top",simple AND/OR/NAND/NOR gates,
Die Ht,99,µm
Synth warnings,1,
Final min period,1.47,ns
gpl congestion,0.786,
H-Tree Depth,1,
"Hold Violations, Final",0,
die area,9800,µm²
number of global-route vias before repair,609,
initial antenna violation count,0,
most frequent CP cell,buf_4,
path type of the worst setup path,in2reg,
number of enable flip-flop cells,6,
clk buf depth,2,
worst vdd ir,370,µV
GRT Overall Usage,0.0340,
CTS tree,yes,
hold_buf cts,0,
Via density,3.18,
Critical Path Max Stage Delay,0.52,ns
max_cap viols,0,
power per cell area,677,nW/µm²
initial DRC count,17,
clk_skew,0.000188,ns
Cells after Synth,51,
first-pass GRT wire length,2750,µm
post-layout period usage,0.983,
diodes inserted,0,
synth-to-layout area growth,70.5,%
layout cells sized above 1,0.290,
Clock Latency Late Sink,0.23,ns
Vias,534,
number of routed nets with antenna violations,0,
Worst-path clk slew,0.05,ns
fillers,638,
total grt overflow,0,
Hold Slack,0.135,ns
leakage power total,0.000493,µW
CP arrival,1.60,ns
row cnt,28,
worst min path class,in2async,
root buf cell,clkbuf_8,
Flop area,425,µm²
P_sw,149,µW
I/O Buffers,27,
ys async rst share,0.471,
Initial Util,0.115,
CORE AREA,5990,µm²
ys flop type,dfrtp_1,
distinct lib cells,27,
critical path data required time,1.63,ns
clock power share,0.375,
register pins left without a clock,3,
logic area,272,µm²
## Yosys cell counts, types with 2 or more instances
cell	instances	share of area
dlxtn_1	3	0.065
o21ai_0	2	0.014
nor2_1	2	0.011
nor4_2	2	0.036
nand2_1	2	0.011
nor3_1	3	0.022
o21a_1	3	0.033
xnor2_1	2	0.025
dfrtp_1	8	0.29
edfxtp_1	6	0.26
mux2i_1	2	0.029
## stage by stage
| stage | power (µW) | utilization | setup slack (ns) | instance area (µm²) | std cells |
|---|---|---|---|---|---|
| global route | 840 | 0.197 | -0.00350 | 1180 | 168 |
| detailed placement | 519 | 0.187 | -0.578 | 1120 | 160 |
| CTS | 812 | 0.196 | -0.0447 | 1170 | 167 |
| finish | 799 | 0.197 | 0.0253 | 1180 | 168 |
| global placement | 518 | 0.187 | -0.558 | 1120 | 160 |
| floorplan | 431 | - | -0.105 | 701 | 51 |
## repair_timing
| item | CTS | global route |
|---|---|---|
| endpoints found under the setup margin | 7 | 7 |
| pin swaps | 9 | 5 |
| resized | 29 | 3 |
| setup buffers | 4 | 1 |
| cloned | 0 | 0 |
## cells in the final DEF (no fill, tap or decap), drive strengths merged
cell	instances
dlymetal6s2s	1
nand2b	1
inv	1
clkdlybuf4s50	8
nor4	4
buf	16
edfxtp	6
nor3	3
and2	1
nand4bb	1
o21a	3
or4	2
a21boi	1
dlxtn	3
nand4b	1
nand4	1
conb	1
dlygate4sd2	13
nor4bb	1
mux2i	2
nor2	2
xnor2	2
nand3b	1
nand2	2
o21ai	2
dfrtp	8
clkbuf	5
clkdlybuf4s15	1
## metal layers
layer	global-route usage	vias to the layer above	routed length, µm
met5	0	-	0
met4	0.00331	0	8
met3	0.0233	2	183
met2	0.0571	14	786
met1	0.0355	246	651
li1	-	272	-
## layout make-up
class / instances / share of cell area
clock buffer: 4 / 0.0382
inverter: 1 / 0.00318
multi-input combinational: 31 / 0.230
sequential: 17 / 0.361
tap: 75 / 0.0795
timing repair buffer: 40 / 0.288
## power groups by stage
stage	Sequential, µW	Clock (µW)	Combinational [µW]
5_1_grt	402	335	103
6_report	402	300	96.4
4_1_cts	402	312	97.4
## logic make-up after synthesis
group,Yosys count,synth area share
simple gates,20,0.246
flops,14,0.550
compound gates,6,0.0579
buf+inv,3,0.0217
latches,3,0.0651
xor+xnor,2,0.0253
mux,2,0.0289
other cells,1,0.00542
## final timing paths
path	startpoint	to	slack [ns]	cells after the start
max reg2reg	exe_unit_w48_model.o_result_reg[0]$_DFF_PN0_	o_PRDATA[0]$_DFF_PN0_	0.77	2
max	i_PADDR[7]	o_PRDATA[0]$_DFF_PN0_	0.03	6
max in group asynchronous	i_PRESETn	exe_unit_w48_model.o_status_reg[2]$_DFF_PN0_	1.24	2
min in group clk0	i_PENABLE	o_PREADY$_DFF_PN0_	0.44	2
min	i_PRESETn	o_PREADY$_DFF_PN0_	0.14	2
min reg2reg	exe_unit_w48_model.o_result_reg[0]$_DFF_PN0_	o_PRDATA[0]$_DFF_PN0_	0.49	2
Power figures rest on the tool's default switching activity, not on a simulated workload.
