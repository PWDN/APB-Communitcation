===== /design/flow/run.sh =====
#!/bin/bash
# OpenROAD 26Q1-2900-gdf79404cd8, Yosys 0.63+post, stock flow scripts
make -C /OpenROAD-flow-scripts/flow DESIGN_CONFIG=/design/flow/config.mk WORK_HOME=/design/flow/orfs finish

===== /design/flow/config.mk =====
export PLATFORM = sky130hd
export DESIGN_NAME = exe_unit_w48
export DESIGN_NICKNAME = exe_unit_w48
export VERILOG_FILES = /design/flow/design.v
export SDC_FILE = /design/flow/constraint.sdc
export NUM_CORES = 4
export LEC_CHECK = 1
export CORE_UTILIZATION = 30

===== /design/flow/design.v =====
module exe_unit_w48 (
                     i_oper,
                     i_argA,
                     i_argB,
                     i_clk,
                     i_rsn,
                     o_result,
                     o_status);
  parameter WIDTH_ARG = 8;
  parameter WIDTH_OPER = 2;
  input logic [WIDTH_OPER-1:0] i_oper;
  input logic [WIDTH_ARG-1:0]  i_argA;
  input logic [WIDTH_ARG-1:0]  i_argB;
  input logic [0:0]            i_clk;
  input logic [0:0]            i_rsn;
  output logic [WIDTH_ARG-1:0] o_result;
  output logic [3:0]           o_status;
  logic [WIDTH_ARG-1:0]        next_result;
  logic [0:0]                  next_error;
  always @ (*)
  begin
    case (i_oper)
      2'b00 :
        begin
          next_result = i_argA + i_argB;
          next_error = 1'b0;  
        end
      2'b01 :
        begin
          next_error = 1'b0;  
          if (i_argB[WIDTH_ARG-1])
              next_result = 0;
          else if (i_argA[WIDTH_ARG-1] || i_argB >= i_argA)
              next_result = i_argB;
          else
              next_result = 0;
        end
      2'b10 :
        begin
          next_error = i_argB[WIDTH_ARG-1] || i_argB > WIDTH_ARG;
          next_result = (~i_argB[WIDTH_ARG-1]) & (i_argA | ((|i_argB) << (i_argB - 1))); 
        end
      2'b11 : 
        begin
          if (i_argA[WIDTH_ARG-1] == 0)
            begin
              next_result = i_argA;
              next_error = 1'b0;
            end
          else
            if (~|i_argA[WIDTH_ARG-2:0])
              begin
                next_result = 'bx;
                next_error = 1'b1;
              end
            else
              begin
                next_result = {1'b1, (~i_argA[WIDTH_ARG-2:0]) + {{WIDTH_ARG-1{1'b0}},  1'b1}};
                next_error = 1'b0;
              end
        end
    endcase
  end
  always_ff @ (posedge i_clk, negedge i_rsn)
  begin
    if (i_rsn == 0)
      begin
        o_result <= 0;
        o_status <= 0;
      end
    else
      begin
        o_result <= next_result;
        o_status <= {
          next_error,
          ~|next_result,
          next_result[WIDTH_ARG-1],
          ~^next_result && &next_result
        };
      end
  end
endmodule

===== /design/flow/constraint.sdc =====
current_design exe_unit_w48

set clk_period 1.0
set clk_io_pct 0.2

create_clock -name clk0 -period $clk_period [get_ports {i_clk}]

set non_clock_inputs [all_inputs -no_clocks]
set_input_delay [expr $clk_period * $clk_io_pct] -clock clk0 $non_clock_inputs
set_output_delay [expr $clk_period * $clk_io_pct] -clock clk0 [all_outputs]

==> results.txt <==
Numbers from the implementation run.

The number of non-filler instances in the completed layout is 401. The worst pin sits at a relative slew slack of 0.736. Setup repair after global routing could not meet its margin everywhere. The category of cells accounting for the largest share of critical-path delay is AND-OR/OR-AND gates.

After layout, the worst setup slack is -1480 ps. The internal power consumption is 0.00169 W. Of the total power, the share spent switching nets is 0.345.

Nets still carrying antenna violations after routing amount to 0. The buffering stage count on the worst path with inverters included is 2. The multi-input combinational cells in the finished layout cover a total of 1800 um^2.

The vertical die dimension is 76.6 um. The count of buffers inserted at the top-level ports is 31. The synthesized netlist has a Yosys-reported chip area of 1670 um^2.

The pin count of the biggest net entering global routing is 14. The most common flop cell mapped by yosys is sky130_fd_sc_hd__dfrtp_1. In the final layout, the fill cell count is 399.

The flow reports an fmax of 0.403 GHz. The overall die size recorded for this design is 5870 um^2. The placed wire-length estimate is 5.01 mm. The number of detailed-routing iterations run before antenna repair is 4. The synthesized instance count is 209. Per the timing report, the biggest fanout along the worst path comes to 5. The critical path class is in2reg. The number of global-route vias before repair is 2005. The number of antenna diodes in the final layout is 0. Checking hold timing, the worst path is listed with class in2async.

The post-synth register bit count is 11. The number of antenna violations at the first check in global routing was 0. The worst setup path is launched from an input pin. The number of maximum-capacitance constraint violations is 0. The die extent in x is 76.6 um.

Yosys mapped a number of flops with a built-in enable equal to 0. The synthesized netlist occupies a cell area of 1670 um^2. Data on the critical path is required at its endpoint by 1100 ps.

The total power density per cell area is 777 nW/um^2. The CTS tree is built. The distinct cell type count of the synthesized netlist is 55. The endpoint kind of the worst setup timing path is a flop. Recorded from the global router log, the overflow total was 0. The number of buffers on the longest clock path is 2. At the floorplan stage, the core utilization is reported as 0.319.

The time the final worst path needs with I/O delays and setup is 2480 ps. The signed area change from the synthesized netlist to the final layout is 98.1%. Counting instances in the post-synthesis netlist gives the leading cell types as 23 x sky130_fd_sc_hd__ha_1, 17 x sky130_fd_sc_hd__a21oi_1, 16 x sky130_fd_sc_hd__inv_1, 16 x sky130_fd_sc_hd__nand2_1, 12 x sky130_fd_sc_hd__nor2_1.

Detailed routing inserted a total of 2065 vias. The checks that failed: setup timing. Looking at the clock tree report, the H-tree level count equals 1. The share of total power dissipated in the clock network is 0.146. The leading cell type by number of instances after synthesis is sky130_fd_sc_hd__ha_1.

The post-detailed-route via-to-cell ratio is 5.15. The clock net sink count is 11. The slowest stage cell on the critical path is sky130_fd_sc_hd__ha_1.

The number of synthesis warnings is 1. Counting the buffers created by CTS gives 3. The global routing report lists combined usage of all routing layers as 0.226.

The synth_stat.txt file lists the number of cells as 209. For the worst setup path, the data arrival time is 2580 ps. At the placement stage, the worst setup path has a slack of -2200 ps. The leakage power of the design is 1.47 nW. In the post-synthesis netlist, the biggest area contributors are sky130_fd_sc_hd__ha_1 17%, sky130_fd_sc_hd__dfrtp_1 16%, sky130_fd_sc_hd__a21oi_1 5.1%.

Per the OpenROAD timing report, the critical path contains 14 cells. Including well taps, the total number of placed cells is 377. The remaining design rule violation count is 0. At the end of routability-driven placement, the weighted congestion stood at 0.907.

The root buffer cell chosen for the clock tree is sky130_fd_sc_hd__clkbuf_8. TritonRoute output was used to compute an average wire per cell of 15.9 um. Pins over their slew limit in the final report were tallied at 0. The first global-routing pass estimated 10.2 mm of wire. The per-instance average area after synthesis is 8.00 um^2. The slew at the pin closest to its max-slew limit is 395 ps. The flow ran to the end, but the final reports show violations. Per the layout area report, the register area comes to 275 um^2.

Wires add up to 6.38 mm. The count of tool warnings is 60. For reference, the critical path cell chain is buf_6 -> buf_8 -> ha_1 -> nand2_1 -> o21ai_1 -> a41o_1 -> o21a_4 -> a32o_2 -> o21a_1 -> ha_4 -> xnor2_2 -> xnor2_1 -> nor2_1 -> and3_1.

Of all flip-flops after synthesis, the portion carrying an async set or reset was 1.00. The row count is 26. The final timing summary puts the cycle share of the worst path at 2.48. The layout summary lists the proportion of cells stronger than drive strength 1 as 0.607. The power share of the sequential group is 0.195.

The highest ir drop seen on vdd is 640 uV. The initial detailed-routing violation count is 61. The synthesized design spends more area on one cell type than any other, namely sky130_fd_sc_hd__ha_1.

The longest incremental delay of any stage on the critical path is reported as 300 ps. On the worst setup and hold paths after CTS, the clock-pin slew comes to 40 ps. The combinational share of power is 0.660. The power spent charging and discharging nets is 0.000887 W.

The final number of hold-violating endpoints is 0. The floorplan report gives the top-level pin count as 32. The end-of-flow timing check tallies setup violations at 11.

The share of synthesized area occupied by flip-flops and latches is 0.165. The share of the synthesized area in the top cell type is 0.172. According to the floorplan report, the placeable core area is 5240 um^2.
## path summary, 6_finish.rpt
path / start / to
setup / recovery: i_argB[1] / o_status[0]
min in group clk0: i_argA[7] / o_status[3]
hold / removal: i_rsn[0] / o_result[6]
max in group asynchronous: i_rsn[0] / o_result[0]
## repair_timing
item,4_1_cts,5_1_grt
setup endpoints to repair,23,15
setup buffers,19,3
pin swaps,38,23
resized,130,35
hold buffers,0,0
## placed cells by master, fill, tap and decap left out, types with 3 or more instances in the layout
cell type,synthesis,final
sky130_fd_sc_hd__nand2_1,16,14
sky130_fd_sc_hd__o31ai_1,8,5
sky130_fd_sc_hd__ha_4,0,11
sky130_fd_sc_hd__nor2_1,12,12
sky130_fd_sc_hd__o21ai_1,1,3
sky130_fd_sc_hd__a31oi_1,6,3
sky130_fd_sc_hd__clkbuf_2,1,5
sky130_fd_sc_hd__inv_1,16,6
sky130_fd_sc_hd__a21oi_1,17,10
sky130_fd_sc_hd__buf_4,1,86
sky130_fd_sc_hd__o21ai_2,0,3
sky130_fd_sc_hd__xnor2_1,9,4
sky130_fd_sc_hd__and3_1,4,3
sky130_fd_sc_hd__buf_6,0,14
sky130_fd_sc_hd__nand3_1,7,4
sky130_fd_sc_hd__a32o_2,1,5
sky130_fd_sc_hd__nor2b_1,4,3
sky130_fd_sc_hd__buf_2,2,7
sky130_fd_sc_hd__dfrtp_1,11,11
sky130_fd_sc_hd__o21a_1,5,4
sky130_fd_sc_hd__clkdlybuf4s15_1,0,8
sky130_fd_sc_hd__xnor2_2,0,4
sky130_fd_sc_hd__ha_1,23,10
sky130_fd_sc_hd__a31oi_2,0,3
sky130_fd_sc_hd__o21ai_0,9,4
sky130_fd_sc_hd__a21oi_2,1,8
sky130_fd_sc_hd__dlygate4sd2_1,0,4
sky130_fd_sc_hd__inv_2,1,7
sky130_fd_sc_hd__clkbuf_8,0,3
## area by class of cell
| type | count | share of cell area |
|---|---|---|
| repair buffers | 127 | 0.307 |
| flip-flops and latches | 11 | 0.0831 |
| multi-input cells | 172 | 0.542 |
| inverters | 17 | 0.0276 |
| clock buffers | 4 | 0.0136 |
| well taps | 70 | 0.0265 |
## power by group through the flow
| stage | Combinational (W) | Sequential (W) | Clock (W) |
|---|---|---|---|
| after CTS | 0.00159 | 0.000500 | 0.000428 |
| after global routing | 0.00182 | 0.000503 | 0.000461 |
| final | 0.00170 | 0.000501 | 0.000375 |
## through the flow
step | TNS [ps] | hold slack [ps] | instance area (um^2) | power [W] | utilization
floorplan | -7200 | -95.6 | 1890 | 0.00121 | -
global placement | -16850 | 505 | 2820 | 0.00192 | 0.538
detailed placement | -17060 | 507 | 2820 | 0.00192 | 0.538
CTS | -9240 | 264 | 3190 | 0.00252 | 0.609
global route | -9910 | 269 | 3310 | 0.00278 | 0.632
finish | -9420 | 277 | 3310 | 0.00257 | 0.632
## state kept, by name (all words and copies together), names as in the netlist
| signal | flops |
|---|---|
| o_status | 4 |
| o_result | 7 |
## layer usage
metal | vias to the layer above | GRT usage | routed length, um
met2 | 52 | 0.360 | 2880
met3 | 8 | 0.0146 | 253
met1 | 982 | 0.351 | 3160
li1 | 1023 | - | -
met5 | - | 0 | 0
met4 | 0 | 0.0269 | 89
## cell families after synthesis
family / share of synthesized area
AOI/OAI and AO/OA: 0.313
xor gates and xnor gates: 0.0629
adders and majority gates: 0.184
buffers and inverters: 0.0629
DFF: 0.165
muxes: 0.0210
and+or+nand+nor: 0.192
Power and IR drop assume default switching activity.
