## flow/config.mk

```make
export PLATFORM = sky130hd
export DESIGN_NAME = APB_slave_arbiter
export DESIGN_NICKNAME = APB_slave_arbiter
export VERILOG_FILES = /design/flow/design.v
export SDC_FILE = /design/flow/constraint.sdc
export NUM_CORES = 4
export LEC_CHECK = 1
export CORE_AREA = 10 10 70 70
export DIE_AREA = 0 0 80 80
```

## flow/run.sh

```bash
#!/bin/bash
# OpenROAD 26Q1-2900-gdf79404cd8, Yosys 0.63+post, stock flow scripts
make -C /OpenROAD-flow-scripts/flow DESIGN_CONFIG=/design/flow/config.mk WORK_HOME=/design/flow/orfs finish
```

## flow/constraint.sdc

```tcl
current_design APB_slave_arbiter

set clk_period 1.0
set clk_io_pct 0.2

create_clock -name clk0 -period $clk_period

set non_clock_inputs [all_inputs -no_clocks]
set_input_delay [expr $clk_period * $clk_io_pct] -clock clk0 $non_clock_inputs
set_output_delay [expr $clk_period * $clk_io_pct] -clock clk0 [all_outputs]
```

## flow/design.v

```verilog
module APB_slave_arbiter #(
	parameter DATA_WIDTH = 3,
	parameter ADDR_WIDTH = 16,
  parameter SEL_WIDTH = 2)(
      i_PSEL,
      i_PREADY,
      i_PWRITE,
      i_PRDATA,
      o_PREADY,
      o_PRDATA,
      o_PSLVERR);
	input logic [SEL_WIDTH-1:0] i_PSEL;
	input logic [SEL_WIDTH-1:0] i_PREADY;
	input logic i_PWRITE;
	input logic [(DATA_WIDTH * SEL_WIDTH)-1:0] i_PRDATA;
  output logic o_PREADY;
  output logic [DATA_WIDTH-1:0] o_PRDATA;
  output logic o_PSLVERR;
  always @ (*)
  begin
    if (i_PWRITE)
      begin
        o_PREADY = i_PSEL == i_PREADY;
        o_PRDATA = 0;
        o_PSLVERR = 0;
      end
    else
      begin
        o_PSLVERR = 0;
        o_PREADY = 1;
        case (i_PSEL)
          'd1: o_PRDATA = i_PRDATA[DATA_WIDTH-1:0];
          'd2: o_PRDATA = i_PRDATA[(DATA_WIDTH*2)-1:DATA_WIDTH];
          default: 
            begin
              o_PRDATA = 0;
              o_PREADY = 0;
            end
        endcase
      end
  end
endmodule
```

==> results.cfg <==
; yosys + openroad results
[critical_path]
crit_required_ps = 800
critical-path-top-delay-family = adder cells
worst_path_max_delay_cell = ha_4
worst_setup_path_end_kind = output port
crit_buf_inv = 3
critPathArrivalTime_ps = 900
start_kind = input port
crit_type = input port to output port
cp_slowest_stage_delay_ps = 270
crit_fanout = 3
worstPathCellList = buf_8 -> inv_4 -> ha_4 -> nor2_2 -> a31o_1 -> buf_2

[power]
p_comb_share_pct = 100.0
p_clk_share_pct = 0
power_density_nw_per_um2 = 350
vdd_ir_drop_max_v = 0.0000449
power.switching_mw = 0.0485
p_seq_share_pct = 0
cellInternalPower_mw = 0.0833
power.total_mw = 0.132
p_leak_nw = 0.145
switching_share_pct = 36.8

[final_timing]
setup_viol = 4
finalCriticalPeriod_ps = 1100
hold_viol = 0
maxSlewViolCount = 0
whs_ps = 720
rsz0062_at_grt = yes
finalCritPeriodShare_pct = 110
max_freq_mhz = 913
fin_ws_ps = -95.5

[floorplanning]
core_util_floorplan_pct = 3.26
coreArea_um2 = 3420
chip_area_um2 = 6400
num_rows = 21
die_h_um = 80
die_w_um = 80
ios = 16

[yosys]
yosys_cells = 16
ys_chip_area_um2 = 111
synth.avg_cell_area_um2 = 6.96
top_area_cell = ha_1
top_cell_area_share_pct = 22.5
synth.distinct_cells = 9
yosys_warnings = 1
syn_area_um2 = 111
syn_inst = 16
yosys.stat.seqShare_pct = 0
topCellsByArea = ha_1 22%, a22oi_1 20%, xnor2_1 16%, nor3_1 13%, a31o_1 7.9%

[detailed_routing]
remaining_drc_errors = 0
postRouteAntennaNets = 0
drt-pass1-iter-count = 2
dr_wl_met3_um = 70
totalWireLength_um = 572
wl_met2_um = 241
antenna_cells = 0
wire_per_inst_um = 7.24
drt-met1-wl_um = 260
vias = 185
via_per_inst = 2.34
drt_iter0_drc = 3
highest_layer = met3

[cts]
cts_hold_buf = 0

[layout]
flop-count = 0
regArea_um2 = 0
fin_area_um2 = 377
lay_top_cells = 8 x dlygate4sd2_1, 4 x buf_2, 3 x a22oi_2, 3 x nor3_2
fin_util_pct = 11.0
drive_gt1_share_pct = 63.6
nClkBuffers = 0
area_growth_pct = 238
layout_top_cell = dlygate4sd2_1

[global_routing]
grt_overflow = 0
grt_start_max_net_pins = 6
grt_pass1_vias = 201
track_usage_pct = 1.66
antenna_found_initial = 0
grt_pass1_wl_um = 903

[worst_hold_path]
min_from = i_PWRITE
hold_path_class = input port to output port
holdPathEnd = o_PRDATA[0]
min_path_cells = 3

[placement]
io_buffers = 15
gp_congestion = 0.768
place_area_um2 = 319

[status]
outcome = finished with violations
violations = setup timing

[run]
log.warning_count = 35
drv_cap = 0
-- through the flow --
| stage | instances | worst slack, ps | TNS, ps |
|---|---|---|---|
| detailed placement | 77 | -973 | -3790 |
| finish | 79 | -95.5 | -340 |
| CTS | 79 | -110 | -411 |
| floorplan | 16 | 77.8 | 0 |
| global route | 79 | -145 | -503 |
| global placement | 77 | -949 | -3760 |
-- power by group through the flow --
stage     sequential [mW]  combinational [mW]  clock [mW]
4_1_cts                 0               0.122           0
6_report                0               0.132           0
5_1_grt                 0               0.144           0
-- logic make-up (layout without fill, tap and decap cells) --
group                    count (synthesis)  count (layout)  share of synthesized area [%]
buffers and inverters                    3              20                           13.5
other                                    1               1                           3.37
AND-OR/OR-AND                            4               4                           28.1
XOR/XNOR                                 2               2                           15.7
AND/OR/NAND/NOR                          4               4                           16.8
adder cells (fa/ha/maj)                  2               2                           22.5
-- Yosys cell counts, drive strengths merged --
| cell | count |
|---|---|
| nor3 | 3 |
| buf | 1 |
| a22oi | 3 |
| ha | 2 |
| xnor2 | 2 |
| inv | 2 |
| conb | 1 |
| nor2 | 1 |
| a31o | 1 |
-- layer usage --
metal	track usage, %	up-vias
met5	0	-
met4	0	0
met3	0.568	0
met2	2.65	10
met1	2.24	85
li1	-	90
-- how the worst max path moves through the flow --
stage | slack (ps) | endpoint | cells past startpoint | startpoint
after CTS | -110 | o_PREADY | 6 | i_PSEL[0]
after global routing | -140 | o_PRDATA[0] | 6 | i_PSEL[0]
final | -100 | o_PREADY | 6 | i_PSEL[0]
-- cell type report --
type	count	area (µm²)
well taps	46	57.6
multi-input cells	13	154
inverters	2	10.0
fillers	403	3040
repair buffers	18	155
-- timing repair --
| action | in CTS | in global routing |
|---|---|---|
| resized | 43 | 8 |
| setup endpoints to repair | 4 | 4 |
| pin swaps | 10 | 3 |
| buffers inserted | 2 | 0 |
-- worst min-delay path, cell delays in order --
cell and delay (ps):
clkbuf_2 160, nor3_2 60, buf_2 100
No activity file was given, so power comes from the tool's default toggle rates.
